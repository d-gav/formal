File: config.mk
export PLATFORM = sky130hd
export DESIGN_NAME = blocking_with_spi_configured
export DESIGN_NICKNAME = blocking_with_spi_configured
export VERILOG_FILES = /design/flow/design.v
export SDC_FILE = /design/flow/constraint.sdc
export NUM_CORES = 4
export LEC_CHECK = 1
export CORE_AREA = 10 10 96 96
export DIE_AREA = 0 0 106 106
File: constraint.sdc
current_design blocking_with_spi_configured

set clk_period 3.1
set clk_io_pct 0.2

create_clock -name clk0 -period $clk_period [get_ports {clk}]

set non_clock_inputs [all_inputs -no_clocks]
set_input_delay [expr $clk_period * $clk_io_pct] -clock clk0 $non_clock_inputs
set_output_delay [expr $clk_period * $clk_io_pct] -clock clk0 [all_outputs]
File: design.v
module blocking_with_spi_configured (
	recv_msg,
	recv_val,
	recv_rdy,
	send_msg,
	send_val,
	send_rdy,
	reset,
	clk,
	control,
	control_val,
	control_rdy,
	input_spi,
	output_spi
);
reg _sv2v_0;
parameter signed [31:0] BIT_WIDTH = 32;
parameter signed [31:0] N_INPUTS = 2;
parameter signed [31:0] N_OUTPUTS = 2;
localparam signed [31:0] CONTROL_BIT_WIDTH = $clog2(N_INPUTS * N_OUTPUTS);
input wire [(N_INPUTS * BIT_WIDTH) - 1:0] recv_msg;
input wire [0:N_INPUTS - 1] recv_val;
output reg [0:N_INPUTS - 1] recv_rdy;
output reg [(N_OUTPUTS * BIT_WIDTH) - 1:0] send_msg;
output reg [0:N_OUTPUTS - 1] send_val;
input wire [0:N_OUTPUTS - 1] send_rdy;
	input wire reset;
	input wire clk;
	input wire [CONTROL_BIT_WIDTH - 1:0] control;
	input wire control_val;
	output wire control_rdy;
	input wire input_spi;
	input wire output_spi;
	reg [CONTROL_BIT_WIDTH - 1:0] stored_control;
	reg [$clog2(N_INPUTS) - 1:0] input_sel;
	reg [$clog2(N_OUTPUTS) - 1:0] output_sel;
	always @(posedge clk)
		if (reset)
			stored_control <= 0;
		else if (control_val)
			stored_control <= control;
		else
			stored_control <= stored_control;
	assign control_rdy = 1;
	always @(*) begin
		if (_sv2v_0)
			;
		if (input_spi && ~output_spi) begin
			input_sel = 0;
			output_sel = stored_control[(CONTROL_BIT_WIDTH - $clog2(N_INPUTS)) - 1:(CONTROL_BIT_WIDTH - $clog2(N_INPUTS)) - $clog2(N_OUTPUTS)];
		end
		else if (~input_spi && output_spi) begin
			input_sel = stored_control[CONTROL_BIT_WIDTH - 1:CONTROL_BIT_WIDTH - $clog2(N_INPUTS)];
			output_sel = 0;
		end
		else if (input_spi && output_spi) begin
			input_sel = 0;
			output_sel = 0;
		end
		else begin
			input_sel = stored_control[CONTROL_BIT_WIDTH - 1:CONTROL_BIT_WIDTH - $clog2(N_INPUTS)];
			output_sel = stored_control[(CONTROL_BIT_WIDTH - $clog2(N_INPUTS)) - 1:(CONTROL_BIT_WIDTH - $clog2(N_INPUTS)) - $clog2(N_OUTPUTS)];
		end
	end
	always @(*) begin
		if (_sv2v_0)
			;
		begin : sv2v_autoblock_1
			reg signed [31:0] i;
			for (i = 0; i < N_OUTPUTS; i = i + 1)
				if (i != output_sel) begin
					send_msg[((N_OUTPUTS - 1) - i) * BIT_WIDTH+:BIT_WIDTH] = 0;
					send_val[i] = 0;
				end
				else begin
					send_msg[((N_OUTPUTS - 1) - i) * BIT_WIDTH+:BIT_WIDTH] = recv_msg[((N_INPUTS - 1) - input_sel) * BIT_WIDTH+:BIT_WIDTH];
					send_val[i] = recv_val[input_sel];
				end
		end
		begin : sv2v_autoblock_2
			reg signed [31:0] i;
			for (i = 0; i < N_INPUTS; i = i + 1)
				if (i != input_sel)
					recv_rdy[i] = 0;
				else
					recv_rdy[i] = send_rdy[output_sel];
		end
	end
	initial _sv2v_0 = 0;
endmodule
File: run.sh
#!/bin/bash
# OpenROAD 26Q1-2900-gdf79404cd8, Yosys 0.63+post, stock flow scripts
make -C /OpenROAD-flow-scripts/flow DESIGN_CONFIG=/design/flow/config.mk WORK_HOME=/design/flow/orfs finish
==> summary.txt <==
impl run done, here's what came out: status completed, initial antenna violation count 0, Mapped Cells 125, Mux cell area share 44.0%, Netlist cell types 11, clock network fraction of total power 26.0%, most flop-heavy register stored_control, worst r2r src stored_control[0], worst-case clock buffer depth 2, FP Core Util 11.4%, crit path time final 2.81 ns, WHS Endpoint stored_control[1], yosys simple share 35.6%, Worst-path clk slew 0.03 ns, Crit Path Max Fanout 19, DR WL/cell 14.3 µm, vias 1307, yosys aoi share 0%, ys async rst share 0%, clk root buf clkbuf_8, adder share 0%, RSZ-0062 raised after global routing false, leak pwr 0.852 nW, hold-fix buffers at CTS 0, internal cell power 0.000300 W, WHS Path Cells 2, CP max stage cell clkdlybuf4s50_1, die y size 106 µm, top flop regs stored_control: 2 flops, routed wire length 5160 µm, reg2reg end stored_control[0], Synth top cells by count nor2_1, mux2i_1, clkbuf_1, crit-path max cell delay 0.44 ns, Die Width 106 µm, # clock sinks 2, diode count 0, Fmax achieved 356 MHz, crit path DAT 2.19 ns, XORs/XNORs by Area 0%, crit path kind in -> out, post-cts resize count 0, DR vias/cell 3.61, port buffer count 142, Final HPWL DP 4470 µm, area delta synth->final 187%, Top-area cell share 44.0%, CP cell instances clkdlybuf4s50_1 -> nor2b_4 -> buf_12 -> mux2i_1 -> nor2_1 -> clkdlybuf4s50_1, hold crit path type reg -> reg, Crit. End Element primary output, synthesized area 820 µm², Warnings, synthesis 1, Top logic family multiplexers, sequential share of power 7.3%, Max H-tree Level 1, TritonCTS clock tree done, max reg flops 2, Synth Flop Type dfxtp_1, tool warning count 25, top post-synthesis cells by area mux2i_1, nor2_1, buf_12, Psw 0.0000901 W, Mean Syn Cell Area 6.56 µm², Final Wtd Congestion 0.752, first-pass GRT wire length 7720 µm, EDFF count, synth 0, min-delay src stored_control[1], Power Total 0.000390 W, share of cells above drive strength 1 4.18%, GRT Overall Usage 8.32%, Post-DRT Antenna Nets 0, chip area in the Yosys report 820 µm², Comb pwr share 66.6%, Clock Skew 0 ns, core area 0.00721 mm², #FFs+latches synth 2, worst reg2reg setup slack 2.50 ns, VDD IR max 0.178 mV, Final Hold Viols 0, Switching Fraction 23.1%, R2R cell count 2, sequential area share after synthesis 4.89%, Max Slew Vio Count 0, number of cells in Yosys stat 125, largest net degree at the start of global routing 20, Site Rows 31, pwr/cell area 166 mW/mm², DRC viols 0, Initial DRT Pass Iterations 4, CP Launch Point input_spi, max_cap viols 0, number of CTS-inserted buffers 3, Worst Setup Start Kind input pin, crit path buf inv count 3, Top delay family on crit path buffers and inverters, DIE AREA 0.0112 mm², Setup violations, final 0, Yosys top cell by instances nor2_1, post-synth top area cell mux2i_1, initial DRC count 23, vias in the first global route 1394, IO Pins 144, Final period util 90.6%, total grt overflow 0, Fin Setup TNS 0 ns, most used cell along the critical path clkdlybuf4s50_1, Post-CTS Setup Repair Bufs 0, data required time at the worst endpoint 2.48 ns, Worst-Skew Late Latency 0.21 ns
## per-stage QoR
stage	utilization, %	instances	hold WS (ns)	worst slack (ns)	instance area [µm²]
after detailed placement	32.1	359	0.516	0.258	2310
after global routing	32.6	362	0.551	0.183	2350
after global placement	32.1	359	0.516	0.274	2310
final	32.6	362	0.527	0.293	2350
after floorplan	-	125	0.461	1.24	820
after CTS	32.6	362	0.529	0.262	2350
## per-layer routing
| metal | vias up | routed length [µm] | GRT usage, % |
|---|---|---|---|
| met2 | 66 | 2670 | 15.5 |
| li1 | 677 | - | - |
| met3 | 2 | 599 | 4.28 |
| met5 | - | 0 | 0 |
| met1 | 562 | 1860 | 8.37 |
| met4 | 0 | 29 | 0.677 |
## logic make-up after synthesis
kind of cell / after synthesis
and+or+nand+nor: 73
DFF: 2
muxes: 36
other: 1
buffers and inverters: 13
## final cells by class
class / count / area [µm²]
Sequential cell: 2 / 40.0
Clock buffer: 3 / 41.3
Fill cell: 770 / 4860
Multi-Input combinational cell: 110 / 658
Timing Repair Buffer: 148 / 1490
Tap cell: 99 / 124
## worst max-delay path by stage
stage | endpoint | slack, ns | cells after the start
after global routing | send_msg[47] | 0.18 | 6
after CTS | send_msg[62] | 0.26 | 6
final | send_msg[62] | 0.29 | 6
## worst min-delay path: cells and delay by family (launching register included)
kind | cells | cell delay, ns
and+or+nand+nor | 1 | 0.08
DFF | 1 | 0.33
muxes | 1 | 0.07
## power groups by stage
stage                 sequential (W)  clock (W)  combinational, W
after CTS                  0.0000287   0.000105          0.000265
after global routing       0.0000288   0.000109          0.000283
final                      0.0000286   0.000102          0.000260
## placed cells by master, fill, tap and decap left out
master | synthesis | layout
clkbuf_8 | 0 | 3
nor2_1 | 69 | 69
nor2b_2 | 0 | 1
buf_12 | 4 | 2
nor2b_4 | 1 | 1
mux2i_1 | 36 | 36
nand2b_1 | 1 | 1
clkdlybuf4s50_1 | 0 | 142
buf_4 | 2 | 4
nor2b_1 | 2 | 1
conb_1 | 1 | 1
dfxtp_1 | 2 | 2
No activity file was given, so power comes from the tool's default toggle rates.

**design/flow/design.v**
```verilog
module regs_shift_Bitwise #(
  parameter int p_nbits = 8,
  parameter bit p_reset_value = 0
) (
  input  logic               clk,       
  input  logic               reset,     
  input  logic               d,         
  input  logic               en,        
  input  logic [p_nbits-1:0] load,      
  input  logic               load_en,   
  output logic [p_nbits-1:0] q          
);
  always_ff @(posedge clk) begin
    if (reset) begin
      q <= {p_nbits{p_reset_value}};
    end else if (load_en) begin
      q <= load;
    end else if ((~load_en) & en) begin
      q <= {q[p_nbits-2:0], d};
    end else begin
      q <= q;
    end
  end
endmodule
```
**design/flow/run.sh**
```bash
#!/bin/bash
# OpenROAD 26Q1-2900-gdf79404cd8, Yosys 0.63+post, stock flow scripts
make -C /OpenROAD-flow-scripts/flow DESIGN_CONFIG=/design/flow/config.mk WORK_HOME=/design/flow/orfs finish
```
**design/flow/config.mk**
```make
export PLATFORM = sky130hd
export DESIGN_NAME = regs_shift_Bitwise
export DESIGN_NICKNAME = regs_shift_Bitwise
export VERILOG_FILES = /design/flow/design.v
export SDC_FILE = /design/flow/constraint.sdc
export NUM_CORES = 4
export LEC_CHECK = 1
export CORE_AREA = 10 10 70 70
export DIE_AREA = 0 0 80 80
```
**design/flow/constraint.sdc**
```tcl
current_design regs_shift_Bitwise

set clk_period 1.1
set clk_io_pct 0.2

create_clock -name clk0 -period $clk_period [get_ports {clk}]

set non_clock_inputs [all_inputs -no_clocks]
set_input_delay [expr $clk_period * $clk_io_pct] -clock clk0 $non_clock_inputs
set_output_delay [expr $clk_period * $clk_io_pct] -clock clk0 [all_outputs]
```
==> deck_impl_summary.md <==
Run Summary

Clock tree
  • Worst-Skew Late Latency: 0.25 ns
  • Num CTS Buffers: 3
  • Clock buffer depth: 2
  • CTS H-tree lvls: 1
  • TritonCTS clock tree: built
  • CTS root buffer: clkbuf_4
  • TritonCTS sink count: 8
  • Worst-path clk slew: 0.05 ns

Die
  • Die footprint: 6400 um^2
  • Core Util at FP: 10.8%
  • Row Count: 21
  • Die Height: 80 um
  • IO Count: 21
  • Core ar.: 3420 um^2
  • Die width: 80 um

Cells and area
  • Top cell excl fill/tap: clkdlybuf4s50_1
  • Largest register FFs: 8
  • Design Area, Final: 713 um^2
  • Area grow syn2layout: 93.2%
  • Largest Register: q
  • Top Layout Cells: clkdlybuf4s50_1, mux2i_1, nor2b_1, dlygate4sd2_1
  • Layout cell share with drive strength beyond 1: 31.3%
  • Largest registers: q (8)
  • Final Non-Filler Cells: 110

Min path
  • Hold path cells: 3
  • Tightest Hold Check Type: in2reg
  • Worst Hold Endpoint: q[0]
  • Hold Path Origin: load_en

STA
  • Unrepaired setup endpoints after global routing: false
  • Measured slew at the worst slew-check pin: 0.320 ns
  • Pins Over Slew Limit: 0
  • Fmax: 964 MHz
  • Setup_tns: 0 ns
  • Final Cycle Share: 94.3%
  • Min Tclk post-route: 1.04 ns
  • Worst Skew: 0.000717 ns
  • Slew HR: 78.6%
  • Setup violators final: 0
  • Fin. Hold Viols: 0
  • Final WS setup: 0.0629 ns

Routing
  • DRT Pass-1 Iters: 2
  • Iteration-0 DRC Markers: 31
  • Vias: 377
  • Routed Antenna Nets: 0
  • Vias/cell: 3.43
  • Wire length per cell: 11.3 um
  • DRC errors left: 0
  • Final wirelength: 1.25 mm
  • Ant. Diodes: 0

Worst setup path
  • R2R setup slack: 0.20 ns
  • Worst Path Required: 0.88 ns
  • Buf/Inv on CP: 1
  • Critical path data arrival time: 0.82 ns
  • R2R depth: 4
  • Top cell family by delay on the critical path: flip-flops
  • CP startpoint kind: flip-flop
  • Max FO, Critical Path: 3
  • Crit path capture type: output port
  • Crit Path Class: reg2out
  • CP max stage cell: dfxtp_2
  • FF-to-FF End: q[5]
  • CP cell instances: dlygate4sd2_1
  • RR Startpoint: q[4]
  • Slowest stage delay, CP: 0.32 ns

Placement
  • Number of port buffers: 20
  • Placed Area: 662 um^2
  • Post-detail-place hpwl: 1.01 mm
  • Worst slack at placement: -0.219 ns
  • Inst Count DP: 104
  • Final Wtd Congestion: 0.707

GRT
  • Overflow after GRT: 0
  • First-pass GRT wire length: 1.94 mm
  • Antenna violations before repair: 0
  • Largest net degree at the start of global routing: 10
  • Met2 Use GR: 6.82%
  • Vias in the first global route: 425
  • M1 GR Usage: 4.02%
  • Met3 Use GR: 1.25%
  • Most used routing layer: met2
  • Total track usage: 3.83%

Logic synthesis
  • Sequential share of the synthesized area: 43.4%
  • Cell count in the Yosys report: 35
  • Avg Cell Area, Syn: 10.5 um^2
  • Cell area after synthesis: 369 um^2
  • Syn. warnings: 1
  • Mapped Cells: 35
  • Post-synth cell types: 7
  • Yosys stat area: 369 um^2
  • #FFs+latches synth: 8

Job
  • Maxcap violations: 0
  • Tool Warnings: 25

Status
  • Status: finished clean

Power
  • Power per cell area: 1020 nW/um^2
  • Peak supply drop: 182 uV
  • Static Leak: 0.315 nW
==> how the worst max path moves through the flow <==
stage | end | slack, ns | startpoint | cells after the start
4_1_cts | q[5] | 0.03 | load_en | 3
5_1_grt | q[2] | 0.01 | en | 4
6_report | q[6] | 0.06 | q[6] | 1
==> cell usage after synthesis (all sizes together) <==
library cell / n / share of area (%)
a211oi: 8 / 16
dfxtp: 8 / 43
mux2i: 8 / 22
nor2b: 8 / 14
buf: 2 / 4.1
inv: 1 / 1.0
==> power by group <==
group	switching [mW]	internal (mW)
Sequential	0.0105	0.316
Combinational	0.0563	0.116
Clock	0.101	0.125
==> area by class of cell <==
cell class              count  area (um^2)
clock buffers               3         22.5
well taps                  46         57.6
fillers                   376         2700
flip-flops and latches      8          169
repair buffers             28          265
multi-input cells          24          195
inverters                   1         3.75
==> repair_timing <==
item,CTS,global route
hold buffers,0,0
gates resized,15,2
buffers inserted,3,0
setup endpoints to repair,8,8
==> through the flow <==
stage | power, mW | hold slack (ns) | utilization [%]
after floorplan | 0.384 | 0.411 | -
after CTS | 0.732 | 0.580 | 20.7
after global placement | 0.503 | 0.556 | 19.4
final | 0.725 | 0.481 | 20.9
after detailed placement | 0.506 | 0.576 | 19.4
after global routing | 0.773 | 0.531 | 20.9
==> kinds of logic (layout without fill, tap and decap cells) <==
kind of cell,count (synthesis),after routing,share of synthesized area [%]
multiplexers,8,8,21.7
AND-OR/OR-AND,8,8,16.3
buffers and inverters,3,32,5.08
AND/OR/NAND/NOR,8,8,13.6
flip-flops,8,8,43.4
==> routing by layer <==
metal	wire length (um)	part of all wire (%)
met1	419	34
met2	700	56
met3	83	6.7
met4	42	3.4
met5	0	0
Power and IR drop assume default switching activity.

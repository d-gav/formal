==> run.sh <==
#!/bin/bash
# OpenROAD 26Q1-2900-gdf79404cd8, Yosys 0.63+post, stock flow scripts
make -C /OpenROAD-flow-scripts/flow DESIGN_CONFIG=/design/flow/config.mk WORK_HOME=/design/flow/orfs finish
==> config.mk <==
export PLATFORM = sky130hd
export DESIGN_NAME = bitwise
export DESIGN_NICKNAME = bitwise
export VERILOG_FILES = /design/flow/design.v
export SDC_FILE = /design/flow/constraint.sdc
export NUM_CORES = 4
export LEC_CHECK = 1
export CORE_AREA = 10 10 70 70
export DIE_AREA = 0 0 80 80
==> constraint.sdc <==
current_design bitwise

set clk_period 1.3
set clk_io_pct 0.2

create_clock -name clk0 -period $clk_period [get_ports {clk}]

set non_clock_inputs [all_inputs -no_clocks]
set_input_delay [expr $clk_period * $clk_io_pct] -clock clk0 $non_clock_inputs
set_output_delay [expr $clk_period * $clk_io_pct] -clock clk0 [all_outputs]
==> design.v <==
module bitwise (
	clk,
	reset,
	d,
	en,
	load,
	load_en,
	q
);
	parameter signed [31:0] p_nbits = 8;
	parameter [0:0] p_reset_value = 0;
	input wire clk;
	input wire reset;
	input wire d;
	input wire en;
	input wire [p_nbits - 1:0] load;
	input wire load_en;
	output reg [p_nbits - 1:0] q;
	always @(posedge clk)
		if (reset) begin
			q <= {p_nbits {p_reset_value}};
		end
		else if (load_en) begin
			q <= load;
		end
		else if (~load_en && en) begin
			q <= {q[p_nbits - 2:0], d};
		end
		else begin
			q <= q;
		end
endmodule
==> impl_results.rst <==
Metrics
=======

.. list-table::
   :header-rows: 1

   * - Metric
     - Value
   * - Cells in synth_stat.txt
     - 35
   * - Startpoint types
     - primary input
   * - Number of diodes
     - 0
   * - Count of final max-slew check failures
     - 0
   * - Global-route wire length before repair
     - 1.95 mm
   * - Worst clock skew
     - 7.72 ps
   * - Power density over the cells
     - 873 nW/um^2
   * - Vertical die dimension
     - 80 um
   * - Post-layout util
     - 20.2%
   * - Average footprint of a synthesized cell
     - 10.5 sq um
   * - WL final
     - 1.23 mm
   * - Max Root-Sink Buffers
     - 2
   * - Kind of end point of the critical path
     - flop
   * - Slowest cell on crit path
     - sky130_fd_sc_hd__clkdlybuf4s50_1
   * - Number of routed nets with antenna violations
     - 0
   * - Highest ir drop seen on vdd
     - 0.162 mV
   * - Setup Viol. Count Final
     - 0
   * - Critical path start-end classification
     - in -> reg
   * - Share of total power in sequential cells
     - 45.8%
   * - Sequential share of the synthesized area
     - 43.4%
   * - Post-DP HPWL
     - 1.01 mm
   * - Worst setup margin
     - 175 ps
   * - Number of global-route vias before repair
     - 405
   * - Number of vias after detailed routing
     - 351
   * - Net switching fraction of the power
     - 22.8%
   * - Count of buffers inserted at the top-level ports
     - 20
   * - Iter 0 DRT Violations
     - 15
   * - Stage-log warning count
     - 25
   * - Router iterations before antenna repair
     - 3
   * - Largest fanout on the critical path
     - 9
   * - Cell types with the largest area share after synthesis
     - sky130_fd_sc_hd__dfxtp_1 43%, sky130_fd_sc_hd__mux2i_1 22%, sky130_fd_sc_hd__a211oi_1 16%, sky130_fd_sc_hd__nor2b_1 14%, sky130_fd_sc_hd__buf_6 3.1%
   * - CP max stage delay
     - 620 ps
   * - Grt met3 use
     - 1.25%
   * - Chip area
     - 6400 sq um
   * - Static power due to leakage
     - 0.295 nW
   * - Met2 demand-to-capacity share in global routing
     - 7.14%
   * - Flip-flop count of the largest register after layout
     - 8
   * - Count of endpoints failing hold in the final timing report
     - 0
   * - Status
     - finished clean
   * - Clock share of power
     - 31.3%
   * - Layout overhead on the synthesized area
     - 87.1%
   * - Slew margin rel.
     - 81.5%
   * - CTS clk-pin slew, worst paths
     - 60 ps
   * - Net switching power
     - 0.137 mW
   * - Initial antenna violation count
     - 0
   * - Post-synth top area share
     - 43.4%
   * - Share of layout cells above drive strength 1
     - 27.4%
   * - Routability Congestion
     - 0.699
   * - Aggregate global-route resource usage
     - 3.88%
   * - Final sum of negative setup slack
     - 0 ps
   * - CTS buffer count
     - 3
   * - Worst setup slack after placement
     - -63.6 ps
   * - Count of warnings emitted by yosys
     - 1
   * - Setup repair after global routing missed its margin
     - false
   * - Chip width
     - 80 um
   * - Async SR Flop Fraction
     - 0%
   * - Io pins
     - 21
   * - Flops & latches, synth
     - 8
   * - Fmax
     - 0.889 GHz
   * - Top cells by instance count after synthesis
     - 8 x sky130_fd_sc_hd__a211oi_1, 8 x sky130_fd_sc_hd__dfxtp_1, 8 x sky130_fd_sc_hd__mux2i_1, 8 x sky130_fd_sc_hd__nor2b_1
   * - Final-layout worst hold slack
     - 567 ps
   * - Root buffer cell
     - sky130_fd_sc_hd__clkbuf_4
   * - Total congestion overflow
     - 0
   * - Series of cell instances along the critical path
     - clkdlybuf4s50_1 -> inv_2 -> a211oi_1
   * - Number of fill cells
     - 388
   * - Tcrit/Tclk final
     - 86.5%
   * - Worst-skew pair later-pin latency
     - 250 ps
   * - Clock period minus worst slack
     - 1120 ps
   * - Area of the mapped netlist
     - 369 sq um
   * - Layer with the highest usage
     - met2
   * - Level count of the clock H-tree
     - 1
   * - Count of library flops with an enable pin
     - 0
   * - Worst-margin pin slew
     - 276 ps
   * - Dominant register cell in the synthesized netlist
     - sky130_fd_sc_hd__dfxtp_1
   * - Arrival time of the worst setup path
     - 1280 ps
   * - Top register by number of flip-flops
     - q
   * - DRC errors left
     - 0
   * - Sink count of the clock tree
     - 8
   * - Int Pwr
     - 0.465 mW
   * - Clock tree from TritonCTS
     - built
   * - Syn Inst Count
     - 35
   * - Class of the tightest hold or removal check
     - reg -> reg
   * - Number of maximum-capacitance violations
     - 0
   * - Number of core rows
     - 21
   * - Global-route met1 utilization
     - 3.95%
   * - Vias/cell
     - 3.25
   * - Starting utilization of the core area
     - 10.8%
   * - Data required, critical path
     - 1450 ps
   * - Number of unique standard cell types used by synthesis
     - 7
   * - Largest net degree at the start of global routing
     - 10
   * - Cell taking the most area after synthesis
     - sky130_fd_sc_hd__dfxtp_1
   * - Post-synthesis chip area from yosys
     - 369 sq um
   * - CORE AREA
     - 3420 sq um
   * - Logic gate share of total power
     - 22.9%
   * - Average wire per cell in the routed design
     - 11.4 um
   * - Largest registers
     - q x8
-- through the flow --
step                      area, sq um  power (mW)  std cells
after global routing              691       0.646        108
after detailed placement          632       0.416        100
after CTS                         691       0.614        108
final                             691       0.603        108
after global placement            632       0.415        100
after floorplan                   369       0.325         35
-- cell type report --
cell class                 instances  area [sq um]  share of cell area (%)
timing repair buffer              26           248                    35.9
sequential                         8           169                    24.5
multi-input combinational         24           190                    27.5
tap                               46          57.6                    8.33
inverter                           1          3.75                   0.543
clock buffer                       3          22.5                    3.26
-- worst max-delay path, delay by kind of cell --
kind	cells	cell delay, ps
buffers and inverters	2	750
AOI/OAI and AO/OA	1	260
-- kinds of logic after synthesis --
group	share of synthesized area, %
AOI/OAI and AO/OA	16.3
and+or+nand+nor	13.6
muxes	21.7
DFF	43.4
buffers and inverters	5.08
-- final timing paths --
| path | startpoint | to | slack (ps) | cells past startpoint |
|---|---|---|---|---|
| max | load_en | q[0] | 180 | 3 |
| min | q[7] | q[7] | 570 | 2 |
| max reg2reg | q[5] | q[6] | 480 | 3 |
| min reg2reg | q[7] | q[7] | 570 | 2 |
-- per-layer routing --
layer  share of wire [%]  vias up  routed length (um)
met4                 2.2        0                  27
met2                  52        9                 645
met3                 6.7        2                  82
met5                   0        -                   0
met1                  39      157                 474
li1                    -      183                   -
-- power by group through the flow --
| stage | Combinational, mW | Clock [mW] | Sequential [mW] |
|---|---|---|---|
| 6_report | 0.138 | 0.189 | 0.276 |
| 4_1_cts | 0.141 | 0.196 | 0.277 |
| 5_1_grt | 0.153 | 0.213 | 0.279 |
-- cells in the final DEF (no fill, tap or decap) --
master | synthesis | layout
sky130_fd_sc_hd__clkbuf_4 | 0 | 3
sky130_fd_sc_hd__dlygate4sd2_1 | 0 | 8
sky130_fd_sc_hd__nor2b_1 | 8 | 8
sky130_fd_sc_hd__mux2i_1 | 8 | 8
sky130_fd_sc_hd__clkdlybuf4s50_1 | 0 | 12
sky130_fd_sc_hd__a211oi_1 | 8 | 8
sky130_fd_sc_hd__buf_4 | 0 | 5
sky130_fd_sc_hd__dfxtp_2 | 0 | 7
sky130_fd_sc_hd__dfxtp_1 | 8 | 1
sky130_fd_sc_hd__inv_2 | 1 | 1
sky130_fd_sc_hd__buf_12 | 0 | 1
-- what timing repair did --
item / CTS / global route
resized: 15 / 0
endpoints found under the hold margin: 0 / 0
buffers inserted: 5 / 0
hold buffers: 0 / 0
setup endpoints to repair: 8 / 0
Power is estimated from default activity; no workload was simulated.
